**flow/design.v**
```verilog
module ALU_UNIT(
    input [3:0] a, b,
    input [3:0] sel,
    output reg [7:0] result
); 
    always @(*) begin 
        case(sel) 
            4'd0:  result = a + b; 
            4'd1:  result = a - b; 
            4'd2:  result = a * b; 
            4'd3:  result = a / b; 
            4'd4:  result = a + 1; 
            4'd5:  result = a - 1; 
            4'd6:  result = a & b; 
            4'd7:  result = a | b; 
            4'd8:  result = ~a; 
            4'd9:  result = ~(a & b); 
            4'd10: result = ~(a | b); 
            4'd11: result = a ^ b; 
            4'd12: result = ~(a ^ b); 
            4'd13: result = a >> 1; 
            4'd14: result = a << 1; 
            4'd15: result = a >>> 1; 
            default: result = 16'd0; 
        endcase 
    end 
endmodule
```
**flow/run.sh**
```bash
#!/bin/bash
# OpenROAD 26Q1-2900-gdf79404cd8, Yosys 0.63+post, stock flow scripts
make -C /OpenROAD-flow-scripts/flow DESIGN_CONFIG=/design/flow/config.mk WORK_HOME=/design/flow/orfs finish
```
**flow/config.mk**
```make
export PLATFORM = sky130hd
export DESIGN_NAME = ALU_UNIT
export DESIGN_NICKNAME = ALU_UNIT
export VERILOG_FILES = /design/flow/design.v
export SDC_FILE = /design/flow/constraint.sdc
export NUM_CORES = 4
export LEC_CHECK = 1
export CORE_AREA = 10 10 96 96
export DIE_AREA = 0 0 106 106
```
**flow/constraint.sdc**
```tcl
current_design ALU_UNIT

set clk_period 4.6
set clk_io_pct 0.2

create_clock -name clk0 -period $clk_period

set non_clock_inputs [all_inputs -no_clocks]
set_input_delay [expr $clk_period * $clk_io_pct] -clock clk0 $non_clock_inputs
set_output_delay [expr $clk_period * $clk_io_pct] -clock clk0 [all_outputs]
```
==> results.yml <==
# generated from flow reports
synth:
  ys_area_um2: 2760
  syn_inst: 387
  ys_seq_frac: 0
  synth.distinct_cells: 63
  syn_area_um2: 2760
  ys_warn_count: 1
  synth-cells-yosys: 387
  synth.avg_cell_area_um2: 7.13
floorplan:
  pin_count: 20
  core_um2: 7210
  initCoreUtil: 0.382
  die_x_um: 106
  die_area_um2: 11200
  num_rows: 31
  die_y_um: 106
finish:
  layoutNonFillerInstCount: 647
  finalInstanceArea_um2: 4550
  regArea_um2: 0
  ff_count: 0
  area_delta_synth_final_pct: 65.0
  drive_above_1_share: 0.416
  fill_cells: 605
  num-clock-buffers: 0
grt:
  grtUsageMet1: 0.246
  use_met2: 0.298
  antenna_found_initial: 0
  overflow: 0
  grt_max_degree: 23
  top_usage_layer: "met2"
  track_usage: 0.176
  use_met3: 0.0214
  grt_pass1_wl_mm: 16.9
  grt_pass1_vias: 3448
sta:
  tightestPinTransition_ns: 0.671
  timing.final.crit_share: 2.02
  final.setup.worst_slack_ns: -4.69
  max_freq_ghz: 0.108
  finalSetupViolations: 6
  tns_ns: -12.47
  rsz0062_at_grt: "yes"
  period_minus_slack_ns: 9.29
  maxSlewHeadroom: 0.549
  final_hold_viol_count: 0
  drv_slew: 0
critical_path:
  crit_fanout: 7
  cp_common_cell: "buf_4"
  crit_type: "in -> out"
  cp-start-kind: "primary input"
  slowest_stage: "or3_4"
  worstPathRequired_ns: 3.68
  cp.arrival_ns: 8.37
  max_stage_delay_ns: 0.38
  cp-end-kind: "output port"
pwr:
  p_comb_frac: 1.000
  power_density_nw_per_um2: 236
  p_leak_nw: 2.21
  swShare: 0.430
  p_seq_frac: 0
  netSwitchingPower_uw: 461
  peakVddDrop_mv: 0.160
  p_clk_frac: 0
  p_int_uw: 612
place:
  gp_congestion: 1.02
  portBuffers: 20
  dp_slack_ns: -5.51
  place_area_um2: 3940
  dpl.hpwl_mm: 7.21
  dp.cells: 599
clocking:
  ctsHoldBuffers: 0
route:
  antenna_cells: 0
  drtPass1Iterations: 7
  wl_per_cell_um: 15.7
  viasPerCell: 5.43
  vias: 3511
  wl_mm: 10.1
  drt-initial-drc-count: 160
  ant_nets: 0
  drc: 0
run:
  log.warning_count: 48
  maxCapViolations: 0
hold_path:
  min_path_cells: 8
  min_from: "b[3]"
  hold_class: "in -> out"
  min_to: "result[5]"
run_status:
  failed_checks: "setup timing"
  status: "finished, violations left"
## worst max-delay path, delay by kind of cell
family / cells / cell delay, ns
buf+inv: 14 / 1.68
simple gates: 8 / 1.22
mux: 1 / 0.20
fa+ha+maj: 5 / 1.21
compound gates: 18 / 3.12
## area by class of cell
cell class,instances,area (um^2),area share
timing repair buffer,171,1370,0.301
tap,99,124,0.0272
multi-input combinational,342,2910,0.640
inverter,35,143,0.0314
## through the flow
stage | util | power [mW] | hold WS, ns
after detailed placement | 0.546 | 0.796 | 3.14
after floorplan | - | 0.488 | 2.09
after CTS | 0.606 | 0.979 | 2.63
final | 0.631 | 1.07 | 2.49
after global routing | 0.631 | 1.16 | 2.55
after global placement | 0.546 | 0.791 | 3.14
## logic make-up (layout without fill, tap and decap cells)
family / Yosys count / in the layout / synth area share
AND-OR/OR-AND: 119 / 119 / 0.288
multiplexers: 11 / 11 / 0.0458
other: 1 / 4 / 0.00136
AND/OR/NAND/NOR: 128 / 128 / 0.235
adder cells (fa/ha/maj): 65 / 65 / 0.311
buffers and inverters: 48 / 206 / 0.0717
XOR/XNOR: 15 / 15 / 0.0476
## how the worst max path moves through the flow
stage	startpoint	end	slack (ns)	depth (start not counted)
4_1_cts	b[0]	result[0]	-4.81	41
5_1_grt	b[0]	result[0]	-5.12	46
6_report	b[0]	result[0]	-4.69	46
## synthesized netlist by cell type, types with 7 or more instances
library cell | n | share of area
a21oi_1 | 27 | 0.049
clkbuf_1 | 8 | 0.011
ha_1 | 59 | 0.27
inv_1 | 33 | 0.045
mux2i_1 | 7 | 0.025
nand2_1 | 28 | 0.038
nand3_1 | 8 | 0.015
nor2_1 | 35 | 0.048
nor3_1 | 20 | 0.036
o21a_1 | 11 | 0.030
o21ai_0 | 29 | 0.053
xnor2_1 | 8 | 0.025
xor2_1 | 7 | 0.022
## power by group through the flow
stage     registers, mW  clock network [mW]  logic [mW]
5_1_grt               0                   0        1.16
4_1_cts               0                   0       0.979
6_report              0                   0        1.07
## metal layers
metal  vias up  routed length [um]
met4         0                  99
met1      1646                4700
li1       1743                   -
met2       111                4690
met5         -                   0
met3        11                 635
## layout by cell type (no fill, tap or decap), types with 4 or more instances in the layout
cell type and count:
nor2_1 31, o21ai_1 6, mux2_4 4, nand2_1 26, fa_1 5, conb_1 4, ha_1 45, nor3_1 20
a31oi_1 5, o21a_1 10, buf_4 130, buf_2 9, a21oi_2 4, nand2b_1 5, a21oi_1 21, xor2_1 7
ha_4 12, clkdlybuf4s50_1 4, xnor2_1 6, mux2i_1 6, nor2b_1 4, o21ai_0 21, nand3_1 6, o211ai_1 5
a21o_1 4, inv_1 29, buf_6 22
## repair_timing
| item | CTS | global route |
|---|---|---|
| resized | 98 | 21 |
| pin swaps | 53 | 41 |
| endpoints found under the setup margin | 8 | 7 |
| hold endpoints to repair | 0 | 0 |
| buffers inserted | 40 | 11 |
| cloned | 0 | 0 |
Power is estimated from default activity; no workload was simulated.
