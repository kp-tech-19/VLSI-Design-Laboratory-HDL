## flow/design.v

```verilog
module UP_DOWN_COUNTER(
    input clk, rst, ud,
    output reg [3:0] counter
); 
    always @(posedge clk) begin 
        if (rst) 
            counter <= 4'd0; 
        else if (ud) 
            counter <= counter + 1; 
        else 
            counter <= counter - 1; 
    end 
endmodule
```

## flow/run.sh

```bash
#!/bin/bash
# OpenROAD 26Q1-2900-gdf79404cd8, Yosys 0.63+post, stock flow scripts
make -C /OpenROAD-flow-scripts/flow DESIGN_CONFIG=/design/flow/config.mk WORK_HOME=/design/flow/orfs finish
```

## flow/config.mk

```make
export PLATFORM = sky130hd
export DESIGN_NAME = UP_DOWN_COUNTER
export DESIGN_NICKNAME = UP_DOWN_COUNTER
export VERILOG_FILES = /design/flow/design.v
export SDC_FILE = /design/flow/constraint.sdc
export NUM_CORES = 4
export LEC_CHECK = 1
export CORE_AREA = 10 10 70 70
export DIE_AREA = 0 0 80 80
```

## flow/constraint.sdc

```tcl
current_design UP_DOWN_COUNTER

set clk_period 2.8
set clk_io_pct 0.2

create_clock -name clk0 -period $clk_period [get_ports {clk}]

set non_clock_inputs [all_inputs -no_clocks]
set_input_delay [expr $clk_period * $clk_io_pct] -clock clk0 $non_clock_inputs
set_output_delay [expr $clk_period * $clk_io_pct] -clock clk0 [all_outputs]
```

==> run summary <==
Status on the layout run. The flow ran to the end, and the final reports show no timing, DRC or antenna violations. Maximum clock path buffer count landed at 2. Count of yosys warnings during synthesis landed at 1. Residual overflow from global routing landed at 0. STA classifies the critical path startpoint as a primary input. met3 is the most crowded layer.

Detail-routed via count per cell landed at 2.22. In this design, the stage delay of the slowest critical-path cell is 0.51 ns. Note that the worst hold path type here is reg -> reg.

Pin count of the biggest net entering global routing landed at 5. Synthesized area landed at 191 µm². The routed design ends up with an antenna cell count of 0. The OpenROAD report gives the critical path a data arrival time of 1.99 ns.

Maximum fanout along the worst path landed at 3. Among all stages on the critical path, the largest delay is contributed by clkdlybuf4s50_1. The final weighted congestion recorded by global placement is 0.652. Transition at the pin with the smallest max-transition slack landed at 0.222 ns. The tree built by TritonCTS fans out to 4 sinks. Total global-route track usage landed at 1.78%. The design draws 213 µW.

Grouping stages by cell kind, the critical path spends the most delay in buffers and inverters. Routed wire length landed at 513 µm. Per STA, the startpoint of the critical path is ud. DRC violation total after the first TritonRoute iteration landed at 2. For the worst-skew pair, the clock arrives at the later sink with an insertion delay of 0.24 ns. Cell count in the Yosys report landed at 18.

The power report puts the leakage power at 0.119 nW. The script parses the final routing iteration and logs DRC violations as 0. Largest clock skew in the final design landed at 0.00229 ns. Number of placement rows landed at 21. Power per cell area landed at 643 mW/mm².

The post-synth register bit count is 4. The first global-routing pass estimated 828 µm of wire. Final setup violation count landed at 0. The tool flagged a number of max-cap violations equal to 0. Synthesis instantiated 11 different standard cells from the library. Post-CTS resize count landed at 0.

Sequential-to-total area share from yosys stat landed at 41.8%. Post-CTS clock slew at the launch and capture registers of the worst setup and hold paths landed at 0.04 ns. Based on the critical path, the design can be clocked at up to 549 MHz.

Per the CTS log, the root buffer master is clkbuf_4. TritonCTS built the clock tree. Worst reg2reg path depth landed at 4. Of the available clock period, the critical path in the final layout requires 65.0%.

The worst register-to-register path ends at counter[3]. Average size of a mapped cell landed at 10.6 µm². Listed in order, past its start point the critical path passes clkdlybuf4s50_1 -> inv_1 -> ha_1 -> a21oi_1 -> nand3_1 -> a21oi_2. Per the post-run analysis, buffers plus inverters along the critical path come to 2.

TritonRoute output was used to compute an average wire per cell of 7.03 µm. Post-route setup TNS landed at 0 ns. Number of global-route vias before repair landed at 167. Number of standard cells after synthesis landed at 18. Routing resource usage on met2 recorded by global route was 2.17%. Worst slew margin relative to its limit landed at 85.1%.

The startpoint identified for the worst register-to-register timing path is counter[2]. The count of nets left with antenna violations once routing finished came out at 0. Shortest clock period the worst path allows after layout landed at 1.82 ns. In the floorplan report the effective utilization is 5.60%. Met3 track utilization from global routing landed at 2.27%. Detailed routing inserted a total of 162 vias. In the log, the iteration count for the first detailed-route pass is 2.

The critical path is of the in -> reg type. Depth of the CTS H-tree landed at 1. Total cell area reported by yosys after synthesis landed at 191 µm². For reference, the final report shows the max-slew violation count at 0.

Number of setup buffers added after CTS landed at 0. The worst VDD IR drop from the latest analysis is 0.201 mV. The layout summary lists the proportion of cells stronger than drive strength 1 as 14.8%. Worst hold margin landed at 0.485 ns. The die covers 0.00640 mm². From bottom edge to top edge, the die measures 80 µm. Ranked by flip-flop count, first place goes to counter.

Met1 track demand over resource in global routing landed at 1.86%. Number of ports placed on the die boundary landed at 7. Tool warning count landed at 25. Setup repair after global routing left no endpoint under its margin.

The worst setup path is captured at a flip-flop. Quantity of I/O buffers inserted on ports landed at 6. The number of clock buffers added by TritonCTS is 3. The initial antenna violation count was 0. The register with the most flip-flops in the layout has 4 of them. The largest registers in the layout are counter x4. The capture point of the critical path was reported as counter[3]. The region available for standard cell placement spans 0.00342 mm². The top cell types in the final layout, fill and taps aside, are clkdlybuf4s50_1, dfxtp_1, clkbuf_4. Per the OpenROAD floorplan log, the width of the die is 80 µm. The top cell type in the final layout, fill and taps aside, is clkdlybuf4s50_1. Cts-stage hold buffer count landed at 0.

The critical path endpoint has a required time of 2.97 ns. Register-to-register setup slack landed at 1.64 ns. Area growth from synthesis to layout landed at 73.2%. Per the OpenROAD timing report, the critical path contains 6 cells.

For reference, the final report shows the hold violation count at 0.
-- final cells by class --
cell class	count	area, µm²
fillers	405	3080
multi-input cells	13	108
flip-flops and latches	4	80.1
repair buffers	6	60.1
well taps	46	57.6
clock buffers	3	22.5
inverters	1	3.75
-- worst register-to-register path, delay by kind of cell, from the launching register on --
family                   cells  cell delay, ns
adder cells (fa/ha/maj)      1            0.32
flip-flops                   1            0.31
AND-OR/OR-AND                2            0.35
AND/OR/NAND/NOR              1            0.12
-- how the worst min path moves through the flow --
stage / start / to / slack [ns] / cells past startpoint
after global routing: counter[0] / counter[0] / 0.52 / 1
after CTS: counter[0] / counter[0] / 0.49 / 1
final: counter[0] / counter[0] / 0.49 / 1
-- layer usage --
layer / vias up / share of wire (%)
met1: 77 / 44
met4: 0 / 0
met2: 7 / 39
li1: 78 / -
met3: 0 / 17
met5: - / 0
-- through the flow --
step           instances  area (µm²)  utilization [%]  setup slack, ns
5_1_grt               73         332             9.71            0.925
3_5_place_dp          70         309             9.05            0.747
4_1_cts               73         332             9.71            0.974
2_1_floorplan         18         191                -             1.38
6_report              73         332             9.71            0.980
3_3_place_gp          70         309             9.05            0.790
-- where the power goes --
group	switching (mW)	total, mW	internal [mW]
combinational	0.0253	0.0660	0.0407
sequential	0.00822	0.0765	0.0683
clock	0.0229	0.0708	0.0479
-- synth_stat cells (all sizes together) --
master / count / area (µm²)
a21o: 1 / 7.51
a21oi: 2 / 13.8
dfxtp: 4 / 80.1
fa: 1 / 20.0
ha: 2 / 25.0
inv: 1 / 3.75
nand3: 2 / 10.0
nor2: 2 / 7.51
nor2b: 1 / 6.26
xnor2: 2 / 17.5
-- cell families (layout without fill, tap and decap cells) --
logic type | Yosys count | after routing | share of synthesized area [%]
xor+xnor | 2 | 2 | 9.15
simple gates | 5 | 5 | 12.4
fa+ha+maj | 3 | 3 | 23.5
compound gates | 3 | 3 | 11.1
buf+inv | 1 | 10 | 1.96
flops | 4 | 4 | 41.8
Power is estimated from default activity; no workload was simulated.
