===== design/flow/run.sh =====
#!/bin/bash
# OpenROAD 26Q1-2900-gdf79404cd8, Yosys 0.63+post, stock flow scripts
make -C /OpenROAD-flow-scripts/flow DESIGN_CONFIG=/design/flow/config.mk WORK_HOME=/design/flow/orfs finish

===== design/flow/config.mk =====
export PLATFORM = sky130hd
export DESIGN_NAME = MAC_UNIT
export DESIGN_NICKNAME = MAC_UNIT
export VERILOG_FILES = /design/flow/design.v
export SDC_FILE = /design/flow/constraint.sdc
export NUM_CORES = 4
export LEC_CHECK = 1
export CORE_UTILIZATION = 50

===== design/flow/constraint.sdc =====
current_design MAC_UNIT

set clk_period 10.1
set clk_io_pct 0.2

create_clock -name clk0 -period $clk_period [get_ports {clk}]

set non_clock_inputs [all_inputs -no_clocks]
set_input_delay [expr $clk_period * $clk_io_pct] -clock clk0 $non_clock_inputs
set_output_delay [expr $clk_period * $clk_io_pct] -clock clk0 [all_outputs]

===== design/flow/design.v =====
module MAC_UNIT(
    input [7:0] a, b, 
    input clk, rst,
    output reg [15:0] acc
); 
    always @(posedge clk) begin 
        if(rst) 
            acc <= 16'd0; 
        else 
            acc <= acc + (a * b); 
    end 
endmodule

==> results.toml <==
# generated from flow reports
[run_status]
outcome = "completed"

[pwr]
max-vdd-ir-drop_mv = 0.245
power_density_nw_per_um2 = 294
total_leakage_power_nw = 1.78

[run]
warnings = 26
drv_cap = 0

[sta]
max_clock_freq_mhz = 156
final.setup.tns_ns = 0
min_period_over_period_pct = 63.6
tightest_slew_ns = 0.740
worst_hold_slack_ns = 0.598
hold_viol = 0
slew_headroom_pct = 50.5
drv_slew = 0
setup_viol = 0
min_period_ns = 6.42
skew_ns = 0.00223
rsz0062_at_grt = "false"

[critical_path]
arrival_ns = 6.56
path_max_fanout = 8
cpMostUsedCell = "fa_1"
endpoint_kind = "flop"
crit_chain = "clkdlybuf4s50_1 -> and2_1 -> fa_1 -> inv_1 -> fa_1 -> fa_1 -> fa_1 -> inv_1 -> ha_1 -> a21o_1 -> a21o_1 -> a221o_1 -> a41oi_2 -> mux2_1"
worstPathRequired_ns = 10.24
crit_slowest_cell = "clkdlybuf4s50_1"
crit_type = "input pin to flop"
worst-path-buf-inv = 3
slowest_delay_ns = 0.57
critical_path.top_delay_family = "adder cells"
start_kind = "input pin"

[die]
num_rows = 27
die_width_um = 78.9
core_region_area_um2 = 5610
die_area_um2 = 6230
fp_util_pct = 52.7
die_y_um = 78.9
io_pins = 34

[route]
drtIter0Drc = 70
wl_per_cell_um = 13.4
highest-signal-layer = "met4"
num_antenna_cells = 0
detail-route-antenna-nets = 0
drt-total-wl_um = 6020
via_count = 2152
wl_met2_um = 2460
wl_met3_um = 442
vias_per_cell = 4.78
drt-met1-wl_um = 3060
drt_first_pass_iters = 4
drc_errors = 0

[logic_synthesis]
synth_adder_area_share_pct = 48.6
ys_cells = 343
synth_chip_area_um2 = 2960
synth-xor-area-share_pct = 2.07
ys.flops = 16
top_logic_kind = "adder cells"
syn_inst = 343
ys_sh_mux_pct = 1.52
synthSimpleGateAreaFrac_pct = 17.2
avgSynthCellArea_um2 = 8.62
yosysUniqueCellTypes = 30
synthAoiAreaFrac_pct = 6.90
synth_seq_share_pct = 10.8
ys_warn_count = 1
netlist_area_um2 = 2960

[clock_network]
cts_tree = "yes"
post_cts_resized = 0
post_cts_buffers = 0
hold_buffers = 0
cts_sinks = 16
numCtsBuffers = 3
clock.latency.late_pin_ns = 0.25
cts_root_buf = "clkbuf_8"
htreeDepth = 1
clk_pin_slew_ns = 0.07
cts_buffer_depth = 2

[cells_and_area]
instances_no_fill = 450
largest_register = "acc"
syn2layout_area_growth_pct = 15.8
reg_top3 = "acc x16"
design_area_um2 = 3430
fillers = 526
drive_gt1_share_pct = 1.85
largest_reg_flops = 16

[global_routing]
grt_max_degree = 22
grt_pass1_vias = 2188
antenna_found_initial = 0
track_usage_pct = 23.3
grt_pass1_wl_um = 10500
overflow = 0

[placed_design]
place_area_um2 = 3370
portBuffers = 33
place_inst = 446
hpwlAfterDp_um = 5140
gp_congestion = 0.894

[worst_hold_path]
hold_path_class = "flop to flop"
[worst paths after layout]
kind	from	to	slack, ns	cells after the start
min reg2reg	acc[0]	acc[0]	0.60	2
max	a[6]	acc[14]	3.68	14
max reg2reg	acc[6]	acc[13]	5.92	14
min	acc[0]	acc[0]	0.60	2
[through the flow]
step / power (mW) / utilization (%) / worst slack, ns
floorplan: 0.746 / - / 4.33
global placement: 0.954 / 60.1 / 3.43
detailed placement: 0.944 / 60.1 / 3.43
CTS: 1.02 / 61.1 / 3.67
global route: 1.16 / 61.1 / 3.47
finish: 1.01 / 61.1 / 3.68
[power breakdown]
group	internal [mW]	total [mW]	leakage, nW	switching [mW]
clock	0.0346	0.0582	0.0288	0.0235
sequential	0.0920	0.108	0.133	0.0156
combinational	0.389	0.843	1.62	0.454
total	0.516	1.01	1.78	0.493
[kinds of logic after synthesis]
family	Yosys count
AND-OR/OR-AND	29
AND/OR/NAND/NOR	101
multiplexers	4
buffers and inverters	101
adder cells (fa/ha/maj)	85
XOR/XNOR	7
flip-flops	16
[layout make-up]
type	count	area, um2	area share, %
inverters	99	372	10.8
multi-input cells	226	2260	65.9
well taps	72	90.1	2.63
flip-flops and latches	16	320	9.35
clock buffers	4	55.1	1.61
repair buffers	33	330	9.64
[worst register-to-register path: cells and delay by family, from the launching register on]
kind	cells	cell delay [ns]
flops	1	0.34
compound gates	4	0.77
mux	1	0.34
fa+ha+maj	5	2.40
buf+inv	4	0.21
[synthesized netlist by cell type]
cell type / instances / area share, %
ha_1: 35 / 15
a41oi_2: 1 / 0.55
a221o_1: 1 / 0.34
clkbuf_1: 2 / 0.25
dfxtp_1: 16 / 11
inv_1: 99 / 13
nor2_1: 12 / 1.5
a31oi_1: 2 / 0.42
xnor2_1: 4 / 1.2
fa_1: 50 / 34
o21ai_0: 2 / 0.34
and2_1: 34 / 7.2
o31ai_1: 1 / 0.25
and3_2: 1 / 0.25
a21o_1: 5 / 1.3
nand2b_1: 4 / 0.85
o211ai_1: 1 / 0.25
nor2b_1: 9 / 1.9
or2_2: 1 / 0.21
nand2_1: 35 / 4.4
nand3_1: 2 / 0.34
o22ai_1: 1 / 0.21
nor3_1: 3 / 0.51
o41ai_1: 2 / 0.59
a21oi_1: 8 / 1.4
mux2_1: 4 / 1.5
a311oi_1: 1 / 0.30
o21a_1: 2 / 0.51
a211oi_1: 2 / 0.51
xor2_1: 3 / 0.89
[cells in the final DEF, fill, tap and decap left out, types with 2 or more instances in the layout]
cell type         n
a21o_1            5
nor3_1            3
nor2_1           12
o21a_1            2
inv_1            99
xnor2_1           4
a31oi_1           2
nand3_1           2
o21ai_0           2
clkdlybuf4s50_1  33
clkbuf_8          4
and2_1           34
xor2_1            3
ha_1             35
a211oi_1          2
fa_1             50
a21oi_1           8
nand2_1          35
mux2_1            4
nor2b_1           9
dfxtp_1          16
o41ai_1           2
nand2b_1          4
[layer usage]
metal | GRT usage (%) | up-vias
li1 | - | 1092
met4 | 2.36 | 0
met1 | 39.6 | 985
met3 | 5.95 | 5
met5 | 0 | -
met2 | 33.1 | 70
Power figures rest on the tool's default switching activity, not on a simulated workload.
